<file path="flow/run.sh">
#!/bin/bash
# OpenROAD 26Q1-2900-gdf79404cd8, Yosys 0.63+post, stock flow scripts
make -C /OpenROAD-flow-scripts/flow DESIGN_CONFIG=/design/flow/config.mk WORK_HOME=/design/flow/orfs finish
</file>
<file path="flow/config.mk">
export PLATFORM = sky130hd
export DESIGN_NAME = regDisp
export DESIGN_NICKNAME = regDisp
export VERILOG_FILES = /design/flow/design.v
export SDC_FILE = /design/flow/constraint.sdc
export NUM_CORES = 4
export LEC_CHECK = 1
export CORE_AREA = 10 10 70 70
export DIE_AREA = 0 0 80 80
</file>
<file path="flow/constraint.sdc">
current_design regDisp

set clk_period 2.1
set clk_io_pct 0.2

create_clock -name clk0 -period $clk_period

set non_clock_inputs [all_inputs -no_clocks]
set_input_delay [expr $clk_period * $clk_io_pct] -clock clk0 $non_clock_inputs
set_output_delay [expr $clk_period * $clk_io_pct] -clock clk0 [all_outputs]
</file>
<file path="flow/design.v">
module regDisp(
    input [3:0] inputnum,   
    output reg [6:0] seg1,  
    output reg [6:0] seg2   
);
always @(inputnum) begin
    case (inputnum / 4'd10)   
        4'b0000: seg2 = ~7'b0111111;  
        4'b0001: seg2 = ~7'b0000110;  
        default: seg2 = ~7'b0000000;  
    endcase
    case (inputnum % 4'd10)   
        4'b0000: seg1 = ~7'b0111111;  
        4'b0001: seg1 = ~7'b0000110;  
        4'b0010: seg1 = ~7'b1011011;  
        4'b0011: seg1 = ~7'b1001111;  
        4'b0100: seg1 = ~7'b1100110;  
        4'b0101: seg1 = ~7'b1101101;  
        4'b0110: seg1 = ~7'b1111101;  
        4'b0111: seg1 = ~7'b0000111;  
        4'b1000: seg1 = ~7'b1111111;  
        4'b1001: seg1 = ~7'b1101111;  
        default: seg1 = ~7'b0000000;  
    endcase
end
endmodule 
</file>
==> impl_metrics.yaml <==
# physical design summary
layout:
  lay_top_cells: "buf_4 (20), clkdlybuf4s50_1 (4)"
  nClkBuffers: 0
  area.growth.synth_to_final_pct: 72.5
  register_area_sq_um: 0
  lay_top_count: "buf_4"
  ff_count: 0
  drive_above_1_share_pct: 46.6
logic_synthesis:
  avgSynthCellArea_sq_um: 7.07
  ys_cells: 63
  yosys_warnings: 1
  ys_types: 32
  postSynthCellCount: 63
  ys_area_sq_um: 445
  netlist_area_sq_um: 445
  synth_seq_share_pct: 0
power_and_ir_drop:
  power_w: 0.000178
  power.leakage_nw: 0.358
  ir_worst_vdd_v: 0.0000687
  power.density_mw_per_mm2: 232
placement:
  numPortBuffers: 15
  hpwl_mm: 1.08
  place.gp.congestion: 0.926
drt:
  wl_per_cell_microns: 12.3
  via_count: 548
  ant_nets: 0
  routed_wl_mm: 1.65
  drc: 0
  drtIter0Drc: 14
  vias_per_cell: 4.09
  firstDrtPassIters: 4
  n_antenna_cell: 0
worst_setup_path:
  critPathLaunch: "inputnum[3]"
  critical_path_class: "primary input to output port"
  cp.required_ps: 1680
  crit_path_end_kind: "output port"
  path_max_fanout: 4
  start_kind: "primary input"
  crit_path_end: "seg1[3]"
  arrival_ps: 1620
global_route:
  antenna_found_initial: 0
  grt_max_degree: 11
  grt-ovfl-total: 0
  grt_pass1_vias: 531
  grt_pass1_wl_mm: 2.48
  track_usage_pct: 4.57
timing:
  finalSetupViolations: 0
  max_freq_ghz: 0.490
  post-route-period-util_pct: 97.1
  hold_viol_final: 0
  period_needed_ps: 2040
  hold_ws_ps: 1330
  report.final.slew_viol_count: 0
worst_hold_path:
  min_path_type: "primary input to output port"
floorplan:
  die_y_microns: 80
  initCoreUtil_pct: 13.0
  coreArea_sq_mm: 0.00342
  fp-row-count: 21
  num_io_pins: 18
  die_x_microns: 80
  dieArea_sq_mm: 0.00640
job:
  max_cap_viol_count: 0
  warnings: 34
cts:
  cts_hold_buffers: 0
outcome:
  outcome: "complete, no violations"
worst max-delay path, cell delays in order:
cell             delay, ps
buf_2                  130
nor2b_4                130
a21o_1                 210
ha_4                   300
buf_4                  100
a21oi_2                 30
o21ai_1                110
clkdlybuf4s15_1        190
metrics by stage:
stage / setup WS, ps / instances / utilization (%) / setup TNS (ps) / cell area, sq um
final: 60.5 / 134 / 22.5 / 0 / 768
after CTS: 9.23 / 131 / 21.8 / 0 / 746
after global routing: -3.76 / 134 / 22.5 / -4.86 / 768
after floorplan: 115 / 64 / - / 0 / 449
after detailed placement: -758 / 126 / 19.3 / -5390 / 661
after global placement: -766 / 126 / 19.3 / -5360 / 661
cell families after synthesis:
group | count (synthesis) | share of synthesized area [%]
buffers and inverters | 16 | 24.4
XOR/XNOR | 1 | 1.97
AND-OR/OR-AND | 22 | 35.7
other | 2 | 1.69
adder cells (fa/ha/maj) | 4 | 11.2
AND/OR/NAND/NOR | 18 | 25.0
final cells by class:
type,count,area [sq um]
tap,46,57.6
fill,385,2650
inverter,4,17.5
multi-input combinational,48,409
timing repair buffer,36,284
worst min path at each step:
stage,from,to,depth (start not counted)
4_1_cts,inputnum[2],seg1[1],5
5_1_grt,inputnum[2],seg1[1],5
6_report,inputnum[2],seg1[1],5
cell usage after synthesis (all sizes together):
cell type	n	share of area [%]
and4b	3	6.7
nor3	1	1.1
nand3	1	1.1
and3	1	1.4
buf	12	21
conb	2	1.7
ha	4	11
nand2b	3	4.2
inv	4	3.4
o22a	1	2.0
nor2	3	2.5
o22ai	1	1.4
a31oi	1	1.4
a2bb2oi	2	3.9
o211a	1	2.2
a211oi	1	2.8
a21oi	5	5.6
or3	1	1.4
xor2	1	2.0
and2	1	1.4
o21ai	4	4.5
o211ai	1	1.7
nand2	2	1.7
a21o	2	3.4
a311oi	1	3.4
nor4b	1	2.0
nor2b	1	1.4
o21a	2	3.4
per-layer routing:
layer  share of wire, %  global-route usage [%]  up-vias  routed length (microns)
li1                   -                       -      267                        -
met1                 53                    6.99      255                      870
met2                 40                    6.74       26                      662
met3                7.1                   0.795        0                      117
met4                  0                   0.176        0                        0
met5                  0                       0        -                        0
timing repair:
| action | CTS | global route |
|---|---|---|
| buffers inserted | 5 | 3 |
| pin swaps | 9 | 3 |
| gates cloned | 0 | 0 |
| setup endpoints to repair | 11 | 4 |
| resized | 42 | 6 |
| hold endpoints to repair | 0 | 0 |
report_power, final:
part | switching, W | internal, W
combinational | 0.0000754 | 0.000103
sequential | 0 | 0
clock | 0 | 0
